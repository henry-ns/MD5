File: ./config.mk
export PLATFORM = sky130hd
export DESIGN_NAME = md5
export DESIGN_NICKNAME = md5
export VERILOG_FILES = /design/flow/design.v
export SDC_FILE = /design/flow/constraint.sdc
export NUM_CORES = 4
export LEC_CHECK = 1
export CORE_UTILIZATION = 30
File: ./constraint.sdc
current_design md5

set clk_period 24.5
set clk_io_pct 0.2

create_clock -name clk0 -period $clk_period [get_ports {PCLK_IN}]

set non_clock_inputs [all_inputs -no_clocks]
set_input_delay [expr $clk_period * $clk_io_pct] -clock clk0 $non_clock_inputs
set_output_delay [expr $clk_period * $clk_io_pct] -clock clk0 [all_outputs]
File: ./design.v
module rodadas(
	input logic [31:0] a, b, c, d, x, s, t,
	input logic [1:0] e,
	input logic PCLK_IN,
	output logic [31:0] output_A
  );
	logic [31:0] aa;
	always_ff @ (negedge PCLK_IN)
		case(e)
			2'b00: begin
				aa <= ((a + (((b) & (c)) | ((~b) & (d))) + x + t) << s) | ((a + (((b) & (c)) | ((~b) & (d))) + x + t) >> (6'd32 - s));
			end
			2'b01: begin
				aa <= ((a + (((b) & (d)) | ((c) & (~d))) + x + t) << s) | ((a + (((b) & (d)) | ((c) & (~d))) + x + t) >> (6'd32 - s));
			end
			2'b10: begin
				aa <= ((a + ((b) ^ (c) ^ (d)) + x + t) << s) | ((a + ((b) ^ (c) ^ (d)) + x + t) >> (6'd32 - s));
			end
			2'b11: begin
				aa <= ((a + ((c) ^ ((b) | (~d))) + x + t) << s) | ((a + ((c) ^ ((b) | (~d))) + x + t) >> (6'd32 - s));
			end
		endcase
	assign output_A = aa + b;
endmodule
module md5(
	input  logic  PCLK_IN,            
		      PRESETn_IN,         
		      PSEL_IN,            
		      PENABLE_IN,         
		      PWRITE_IN,          
	input  logic  [04:0] PADDR_IN,    
	input  logic  [31:0] PWDATA_IN,   
	output [31:0] PRDATA_OUT,         
	output PREADY_OUT
);
	logic [2:0] APB;
	const logic [2:0] IDLE = 2'd0;
	const logic [2:0] SETUP = 2'd1;
	const logic [2:0] ACCESS = 2'd2;
	logic [31:0]PRDATA[19:0];   
	logic [31:0]S[15:0];		    
	logic [31:0]T[63:0];		    
	logic [31:0] XX, SS, TT, RR,
		     MA, MB, MC, MD;
	logic [01:0] EE;
	logic [0:03]j;      
	logic [0:03]k;      
	logic [0:01]c;      
	logic [0:31]CONS;   
	rodadas rod(
		 .a(MA), .b(MB), .c(MC), .d(MD),
		 .x(XX), .s(SS), .t(TT), .e(EE),
		 .PCLK_IN(PCLK_IN),
		 .output_A(RR)
	);
	function [31:0] changeEndian;
		input [31:0] value;
		changeEndian = {value[7:0], value[15:8], value[23:16], value[31:24]};
	endfunction
	always @(negedge PRESETn_IN or posedge PCLK_IN) begin
		if (!PRESETn_IN) begin
			S[4'd00] <= 32'd07;
			S[4'd01] <= 32'd12;
			S[4'd02] <= 32'd17;
			S[4'd03] <= 32'd22;
			S[4'd04] <= 32'd05;
			S[4'd05] <= 32'd09;
			S[4'd06] <= 32'd14;
			S[4'd07] <= 32'd20;
			S[4'd08] <= 32'd04;
			S[4'd09] <= 32'd11;
			S[4'd10] <= 32'd16;
			S[4'd11] <= 32'd23;
			S[4'd12] <= 32'd06;
			S[4'd13] <= 32'd10;
			S[4'd14] <= 32'd15;
			S[4'd15] <= 32'd21;
			T[6'd00] <= 32'hd76aa478;
			T[6'd01] <= 32'he8c7b756;
			T[6'd02] <= 32'h242070db;
			T[6'd03] <= 32'hc1bdceee;
			T[6'd04] <= 32'hf57c0faf;
			T[6'd05] <= 32'h4787c62a;
			T[6'd06] <= 32'ha8304613;
			T[6'd07] <= 32'hfd469501;
			T[6'd08] <= 32'h698098d8;
			T[6'd09] <= 32'h8b44f7af;
			T[6'd10] <= 32'hffff5bb1;
			T[6'd11] <= 32'h895cd7be;
			T[6'd12] <= 32'h6b901122;
			T[6'd13] <= 32'hfd987193;
			T[6'd14] <= 32'ha679438e;
			T[6'd15] <= 32'h49b40821;
			T[6'd16] <= 32'hf61e2562;
			T[6'd17] <= 32'hc040b340;
			T[6'd18] <= 32'h265e5a51;
			T[6'd19] <= 32'he9b6c7aa;
			T[6'd20] <= 32'hd62f105d;
			T[6'd21] <= 32'h02441453;
			T[6'd22] <= 32'hd8a1e681;
			T[6'd23] <= 32'he7d3fbc8;
			T[6'd24] <= 32'h21e1cde6;
			T[6'd25] <= 32'hc33707d6;
			T[6'd26] <= 32'hf4d50d87;
			T[6'd27] <= 32'h455a14ed;
			T[6'd28] <= 32'ha9e3e905;
			T[6'd29] <= 32'hfcefa3f8;
			T[6'd30] <= 32'h676f02d9;
			T[6'd31] <= 32'h8d2a4c8a;
			T[6'd32] <= 32'hfffa3942;
			T[6'd33] <= 32'h8771f681;
			T[6'd34] <= 32'h6d9d6122;
			T[6'd35] <= 32'hfde5380c;
			T[6'd36] <= 32'ha4beea44;
			T[6'd37] <= 32'h4bdecfa9;
			T[6'd38] <= 32'hf6bb4b60;
			T[6'd39] <= 32'hbebfbc70;
			T[6'd40] <= 32'h289b7ec6;
			T[6'd41] <= 32'heaa127fa;
			T[6'd42] <= 32'hd4ef3085;
			T[6'd43] <= 32'h04881d05;
			T[6'd44] <= 32'hd9d4d039;
			T[6'd45] <= 32'he6db99e5;
			T[6'd46] <= 32'h1fa27cf8;
			T[6'd47] <= 32'hc4ac5665;
			T[6'd48] <= 32'hf4292244;
			T[6'd49] <= 32'h432aff97;
			T[6'd50] <= 32'hab9423a7;
			T[6'd51] <= 32'hfc93a039;
			T[6'd52] <= 32'h655b59c3;
			T[6'd53] <= 32'h8f0ccc92;
			T[6'd54] <= 32'hffeff47d;
			T[6'd55] <= 32'h85845dd1;
			T[6'd56] <= 32'h6fa87e4f;
			T[6'd57] <= 32'hfe2ce6e0;
			T[6'd58] <= 32'ha3014314;
			T[6'd59] <= 32'h4e0811a1;
			T[6'd60] <= 32'hf7537e82;
			T[6'd61] <= 32'hbd3af235;
			T[6'd62] <= 32'h2ad7d2bb;
			T[6'd63] <= 32'heb86d391;
			for(int i = 4'h0; i <= 4'h0f; i++) PRDATA[i] <= 32'h0;
			PRDATA[5'h10] <= 32'h67452301;
			PRDATA[5'h11] <= 32'hefcdab89;
			PRDATA[5'h12] <= 32'h98badcfe;
			PRDATA[5'h13] <= 32'h10325476;
			j <= 4'b0;
			k <= 4'b0;
			c <= 2'b0;
			CONS <= 6'b0;
			PREADY_OUT <= 1'd0;
			APB <= IDLE;
		end
		else begin
			case (APB)
				IDLE : begin
					if (PSEL_IN && !PENABLE_IN)
						APB <= SETUP;
				end
				SETUP : begin
					if(PENABLE_IN)
						APB <= ACCESS;
					else
						if (PWRITE_IN)
							if((PADDR_IN >= 5'h00) && (PADDR_IN <= 5'h0f))
								PRDATA[PADDR_IN] <= PWDATA_IN;
							else
								if( (PADDR_IN >= 5'h00) && (PADDR_IN <= 5'h13))
									PRDATA_OUT <= PRDATA[PADDR_IN];
								else
									PRDATA_OUT <= 32'hz;
				end
				ACCESS : begin
					if(CONS <= 64) begin
						if(CONS == 0) begin
							MA = PRDATA[5'h10];
							MB = PRDATA[5'h11];
							MC = PRDATA[5'h12];
							MD = PRDATA[5'h13];
						end
						else begin
							MA = MD;
							MD = MC;
							MC = MB;
							MB = RR;
						end
						XX = changeEndian(PRDATA[k]);
						SS = S[j];
						TT = T[CONS];
						EE = c;
						if((CONS <= 11) && (j == 4'd3 )) j <= 4'd0;
						else if((CONS <= 27) && (j == 4'd07 )) j <= 4'd04;
						else if((CONS <= 43) && (j == 4'd11 )) j <= 4'd08;
						else if((CONS <= 59) && (j == 4'd15 )) j <= 4'd12;
						else j <= j + 1'b1;
						if(CONS < 15) k <= k + 1'b1;
						else if(CONS == 15) begin
							k <= 4'd1;
							c <= c + 1'b1;
						end
						else if(CONS <= 30) k <= k + 4'b0101;
						else if(CONS == 31) begin
							k <= 4'd5;
							c <= c + 1'b1;
						end
						else if(CONS <= 46) k <= k + 4'b0011;
						else if(CONS == 47) begin
							k <= 4'd0;
							c <= c + 1'b1;
						end
						else if(CONS <= 63) k <= k + 4'b0111;
						else k <= 0;
						CONS <= CONS + 6'b1;
						PRDATA_OUT <= 32'b1;
					end
					else if(CONS == 65) begin
						PRDATA[5'h10] <= changeEndian(PRDATA[5'h10] + MA);
					    	PRDATA[5'h11] <= changeEndian(PRDATA[5'h11] + MB);
					   	PRDATA[5'h12] <= changeEndian(PRDATA[5'h12] + MC);
					    	PRDATA[5'h13] <= changeEndian(PRDATA[5'h13] + MD);
						CONS <= CONS + 6'b1;
						PREADY_OUT <= 1'd1;
					end
				end
			endcase
		end
	end
endmodule
File: ./run.sh
#!/bin/bash
# OpenROAD 26Q1-2900-gdf79404cd8, Yosys 0.63+post, stock flow scripts
make -C /OpenROAD-flow-scripts/flow DESIGN_CONFIG=/design/flow/config.mk WORK_HOME=/design/flow/orfs finish
==> ci_impl_report.md <==
## Synthesis and layout report

| Metric | Value |
|---|---|
| Worst hold path depth | `0` |
| Routed wire length | `319200 um` |
| Total leakage power | `33.39 nW` |
| Total buffers and inverters traversed by the critical path | `2` |
| First-pass GRT wire length | `451100 um` |
| I/O Pins | `75` |
| Synth flops | `949` |
| Max-Slew Margin vs Limit | `0.1845` |
| Number of instances in the synthesized netlist | `7182` |
| Largest area contributor in the netlist | `dfrtp_1` |
| Number of antenna violations at the first check in global routing | `21` |
| Netlist Area Pre-Place | `68300 um^2` |
| Overall fraction of global-route tracks in use | `0.2837` |
| Maximum number of pins on one net before global-route repair | `128` |
| Number of I/O port buffers | `74` |
| Total placed cells including tap cells | `9999` |
| Setup total negative slack | `0 ns` |
| Final Setup Violations | `0` |
| Most Frequent Cell on Critical Path | `fa_1` |
| Chip Area | `229600 um^2` |
| Detailed placer's ending HPWL | `232000 um` |
| Pre-CTS setup slack | `5.599 ns` |
| Vias per Instance | `6.015` |
| Clock tree from TritonCTS | `built` |
| DR WL/cell | `31.17 um` |
| Finished Core Util | `0.3406` |
| DRC | `0` |
| Maximum fanout along the worst path | `5` |
| Power density normalized to cell area | `44.51 nW/um^2` |
| Beginning of the worst hold path | `CONS[10]` |
| Vertical die dimension | `479.1 um` |
| Most used cells in the layout excluding fill and tap cells | `nand2_1 (804), dfrtp_1 (618), mux2_2 (548)` |
| End of the worst register-to-register path | `rod.aa[0]` |
| Vias in the first global route | `60220` |
| Number of distinct standard cells referenced by the synthesized netlist | `109` |
| First-pass detailed-route iteration total | `10` |
| Worst Max-Slew Pin Slew | `1.192 ns` |
| Type of the worst min-delay path | `reg2reg` |
| Buffer depth of the longest clock path | `3` |
| Overall overflow remaining after global route | `0` |
| Average cell area after synthesis | `9.510 um^2` |
| Kind of capture point of the worst setup path | `flip-flop` |
| Run status | `complete, no violations` |
| Worst setup slack for register-to-register paths | `5.59 ns` |
| Hold bufs inserted after CTS | `0` |
| Reg2reg path depth | `19` |
| Arrival time worst endpoint | `7.36 ns` |
| Yosys chip area | `68300 um^2` |
| Setup repair after global routing missed its margin | `false` |
| Master of the slowest instance on the critical path | `a211oi_1` |
| Horiz. Die Dim | `479.1 um` |
| Fraction of final layout cells sized beyond drive strength 1 | `0.1566` |
| Top logic cell by instance count in the layout | `nand2_1` |
| Final Max Slew Viols | `0` |
| Number of nets with antenna violations after routing | `0` |
| Syn-to-layout area delta | `12.49%` |
| Detailed router's first-iteration violation count | `6144` |
| Number of standard cells reported by yosys | `7182` |
| Total number of placement rows | `174` |
| Worst EP required | `12.95 ns` |
| Number of max-capacitance violations reported | `0` |
| Skew final | `0.09813 ns` |
| Fin cells | `10240` |
| Number of buffers added for setup after CTS | `0` |
| Count of flip-flops with a built-in enable after synthesis | `231` |
| Late-Pin Clk Latency | `0.82 ns` |
| Category of the most critical setup path | `reg2reg` |
| Final Hold Violation Tally | `0` |
| Sequential cell area fraction in the yosys report | `0.3635` |
| Fraction of synthesis flops using an asynchronous set or reset pin | `0.7229` |
| Dominant flop cell | `dfrtp_1` |
| Startpoint class of the critical path | `flip-flop` |
| Top cell type's share of synthesized area | `0.2275` |
| Tool warnings | `70` |
| VDD IR-drop max | `0.00005596 V` |
| Count of warnings emitted by yosys | `11` |
| Number of buffers created by CTS | `105` |
| Min setup slack post-route | `5.594 ns` |
| Via Count | `61590` |
| Core ar. | `225500 um^2` |
| Post-cts sizing count | `0` |
| Sink count of the clock tree | `949` |
| Pre-placement core utilization | `0.3028` |
| Top cells by area | `dfrtp_1 (23%), edfxtp_1 (10%), mux2_2 (9.0%), ha_1 (5.4%), fa_1 (4.7%)` |
| Series of cell instances along the critical path | `fa_1 -> inv_1 -> fa_1 -> inv_1 -> ha_1 -> fa_1 -> a211oi_1 -> o21ai_0 -> nand4_1 -> nand3_1 -> xnor2_1 -> a211oi_1 -> a21oi_1 -> a21oi_1 -> o22ai_1 -> a221oi_1 -> o22a_1 -> o311a_1 -> o22a_1` |
| Clock transition at the registers of the reported paths | `0.06 ns` |
| Gpl congestion | `1.043` |
| H-tree levels | `3` |
| Critical path's largest stage delay | `0.72 ns` |
| Top Family by Delay on Critical Path | `AND-OR/OR-AND gates` |
| Clock root buffer master | `clkbuf_16` |
| Worst hold path endpoint | `CONS[10]` |
| Launch point of the worst reg-to-reg path | `MA[1]` |
cells by family after synthesis:
logic type / synth area share
compound gates: 0.2094
simple gates: 0.1304
flops: 0.3635
buf+inv: 0.04365
mux: 0.1117
fa+ha+maj: 0.1006
xor+xnor: 0.04091
metal layers:
layer  wire, um  share of wire  GRT usage
met2     135200           0.42     0.4053
met4      16830          0.053     0.1172
met1     122000           0.38     0.3668
met5        285        0.00089   0.004350
met3      44820           0.14     0.1427
where the power goes:
part | total, mW | switching (mW) | internal, mW
sequential | 1.61 | 0 | 1.61
clock | 1.74 | 0.758 | 0.984
combinational | 0.0645 | 0.0544 | 0.0102
synthesized netlist by cell type (18+ instances only):
library cell  instances
dfstp_2              65
o211ai_1             42
o22ai_1              24
nor2_1              386
nand2b_1             82
nand2_1             809
dfrtp_1             621
a31oi_1              45
a22o_1              155
buf_1                56
mux2_2              548
and2_1               35
clkbuf_1            394
nor2b_1              49
o21a_1               73
mux2i_1             105
o31ai_1              31
a222oi_1             53
a211oi_1             62
a211o_1              23
xnor2_1             205
o21bai_1             37
a21boi_0             44
nor3_1              124
nand3_1             145
a41oi_1              31
a221oi_1            155
mux4_2               18
or3_1                25
xor2_1              114
dfxtp_1              32
nor4_1               28
a2111oi_0            18
nand4_1             100
and3_1               68
o21ai_0             419
a21oi_1             404
ha_1                293
inv_1               328
a22oi_1             180
fa_1                160
edfxtp_1            231
a21o_1              112
state kept, by name (all words and copies together), names as in the netlist, 5 cells and up:
name,count
TT,32
MA,32
XX,32
MD,32
rod.aa,32
PRDATA,640
MB,32
MC,32
CONS,32
PRDATA_OUT,32
SS,5
worst max-delay path by stage:
stage,slack (ns),cells after the start,endpoint,startpoint
CTS,5.55,19,rod.aa[0],MA[1]
global route,5.22,19,rod.aa[0],XX[1]
finish,5.59,19,rod.aa[0],MA[1]
area by class of cell:
class / count / area [um^2]
Clock inverter: 89 / 885.9
Timing Repair Buffer: 283 / 2327
Clock buffer: 141 / 2965
Multi-Input combinational cell: 5442 / 40800
Sequential cell: 949 / 24830
Fill cell: 22730 / 148700
Inverter: 332 / 1246
Tap cell: 2992 / 3744
Antenna cell: 12 / 30.03
stage by stage:
stage               hold slack [ns]  area (um^2)  total power [mW]
floorplan                    0.4084        68300             1.665
CTS                          0.3818        76800             3.439
finish                       0.3775        76830             3.420
global placement             0.3649        72950             1.714
global route                 0.3868        76820             3.511
detailed placement           0.3667        72950             1.715
Power and IR drop assume default switching activity.
